$ cat flow/config.mk
export PLATFORM = sky130hd
export DESIGN_NAME = flushClk
export DESIGN_NICKNAME = flushClk
export VERILOG_FILES = /design/flow/design.v
export SDC_FILE = /design/flow/constraint.sdc
export NUM_CORES = 4
export LEC_CHECK = 1
export CORE_AREA = 10 10 112 112
export DIE_AREA = 0 0 122 122
$ cat flow/constraint.sdc
current_design flushClk

set clk_period 6.8
set clk_io_pct 0.2

create_clock -name clk0 -period $clk_period [get_ports {clk}]

set non_clock_inputs [all_inputs -no_clocks]
set_input_delay [expr $clk_period * $clk_io_pct] -clock clk0 $non_clock_inputs
set_output_delay [expr $clk_period * $clk_io_pct] -clock clk0 [all_outputs]
$ cat flow/design.v
`timescale 1ns / 1ps
module flushClk(clk, rst, clk_out, usr_op);
	input wire clk;
	input wire rst;
	input wire [3:0] usr_op;
	output reg clk_out;
	reg [31:0] cnt;
	always @ (posedge clk or negedge rst) begin
	     if (!rst) begin
		      cnt=0;
				clk_out=0;
		  end
		  else begin
			  if (cnt==1_500_000) begin	 
					cnt=0;
					clk_out=~clk_out;
			  end
			  else begin
					cnt=cnt+1;
			  end
		  end
	 end
endmodule
$ cat flow/run.sh
#!/bin/bash
# OpenROAD 26Q1-2900-gdf79404cd8, Yosys 0.63+post, stock flow scripts
make -C /OpenROAD-flow-scripts/flow DESIGN_CONFIG=/design/flow/config.mk WORK_HOME=/design/flow/orfs finish
==> notes.md <==
The synthesis and place-and-route flow finished, so here is a summary.

The logs give a warning total of 30. The ratio of routed vias to standard cells is 3.94. The clock H-tree reported by CTS has 2 levels. The clock edge transition at the registers on the reported setup and hold paths is 70 ps.

In the routed netlist, the antenna diode instances number 0. The number of buffers on the longest clock path is 2. STA puts the critical path data arrival time at 1120 ps. The cell-mix breakdown from Yosys lists the adder-cell area share as 1.46%. The total placed cells including tap cells is 301.

In the setup report, the worst path falls into the class register to output pin. The worst-case vdd ir drop is 0.0964 mV. The total of endpoints with negative setup slack in the final report came out at 0. The via count of the first global-routing pass is 1,232.

The post-layout minimum cycle time came out at 2480 ps. The chip area line of the yosys report is 1710 um2. The capture point of the worst register-to-register path is recorded as cnt[30]. The layout has 1,114 filler cells. The detailed router placed 1,216 vias in this run. The TritonCTS clock tree is built.

The aggregate negative setup slack is 0 ps. The final clock skew is 6.24 ps. Of the total synthesized cell area, the portion taken by AND-OR and OR-AND cells is 4.31%. The clock latency of the later-clocked register in the worst-skew pair is 280 ps.

The root buffer cell chosen for the clock tree is clkbuf_8. The longest individual stage delay on the worst path came out at 470 ps. For this configuration, the core starts out at a cell density of 16.7%. The number of antenna violations at the first check in global routing was 0. The synthesized instance count came out at 163.

The post-route netlist has 15.0% of its cells at a drive strength greater than 1. The synthesis-to-layout area growth came out at 16.2%. The portion of the post-synthesis area used by sequential elements came out at 48.2%. The leakage power of the design came out at 0.804 nW.

Each instance of the synthesized netlist takes up on average 10.5 um2. The placement stage leaves a total instance area of 1910 um2. The synthesis report names the predominant flop master as dfrtp_1. The kind of cell adding the most delay to the critical path is buffers and inverters.

The report lists the number of cells resized after CTS as 0. The final HPWL from detailed placement is 2300 um. The largest area contributor in the synthesized netlist is dfrtp_1.

The tally of nets with antenna violations remaining after routing is 0. The headroom to the max-slew limit came out at 57.4%. Of the post-synthesis cell area, the part taken by muxes is 0%. The number of I/O port buffers came out at 2. The multi-input combinational cells in the finished layout cover a total of 855 um2. The number of standard-cell rows in the floorplan is 37. The clock sink count is 33. The worst-case hold slack is 474 ps.

The maximum fanout encountered on the critical timing path is 2. The slew at the pin closest to its max-slew limit came out at 634 ps. Per the STA report, the cell with the highest stage delay on the worst path is clkdlybuf4s50_1. The number of ports placed on the die boundary is 7. The total routing usage reported by global routing came out at 4.80%. The sum of overflow across all layers after global routing is 0. The post-detailed-route wirelength per cell came out at 10.8 um. Setup repair after global routing left no endpoint under its margin.

The number of enable-type register cells in the synthesized netlist is 0. The upper clock frequency limit came out at 0.404 GHz. The yosys synthesis warning count is 1. The cell-mix breakdown from Yosys lists the simple-gate area share as 30.4%. Across the run, the number of max-cap violations was 0. STA classifies the critical path startpoint as a register. The most common cell after layout, fill and taps aside is dfrtp_1.

The final hold violation count recorded for this run is 0. Per the OpenROAD floorplan log, the area of the die is 14,900 um2. The parity-gate share of the synthesized area counting xor and xnor cells is 13.7%. In this run the most critical hold path is launched from clk_out. The area taken by sequential standard cells is reported as 826 um2. The number of cells on the worst reg-to-reg path came out at 5.

The largest net degree at the start of global routing is 34. The run finished with clean final reports. The finished layout holds 309 standard cells, fillers aside. The total wire length came out at 3320 um. The first-pass GRT wire length is 5980 um.

The synthesized netlist was found by Yosys to have 163 cells. The required time of the worst setup path is 5440 ps. In this run the biggest area consumer among cell types represents 48.2% of the synthesized area. After synthesis the cells add up to 1710 um2. Yosys attributes the largest share of cell area to dfrtp_1, xnor2_1, nand3_1. The share of the clock period used by the worst path is 36.4%. The slack of the worst reg-to-reg path came out at 4880 ps. Per the final report, max-transition violations number 0. The core region is 10,200 um2. In this run the vertical extent of the chip is 122 um. The post-route cell area came out at 1990 um2. The count of routing violations after the opening detailed-route iteration is 70. The finished layout reports a core utilization of 19.5%. The iteration count of the initial detailed-routing pass is 4. In the synthesized netlist the async set-or-reset flop fraction comes to 100%. The number of different library cells in the post-synthesis netlist came out at 38. The number of hold-repair buffers added at the cts stage came out at 0.

STA lists the startpoint of the worst register-to-register path as cnt[0]. Yosys shows that the main logic family after synthesis is simple AND/OR/NAND/NOR gates. The critical path goes through clkdlybuf4s50_1. Per the post-run analysis, buffers plus inverters along the critical path come to 1. The total of flip-flops plus latches after synthesis came out at 33. The worst setup path is captured at an output pin. The remaining routing DRC violations came out at 0. In the layout the commonest cells are dfrtp_1, xnor2_1, nand3_1, nor2_1, nand4_1. The total power divided by cell area came out at 171 nW/um2. The clock buffer count from CTS is 5. The path type of the worst min-delay path is register to register. The post-CTS setup buffer count came out at 0. STA shows the worst min-delay path finishing at clk_out.

The horizontal die size came out at 122 um. The report gives the cell count of the worst hold path as 1. The routability congestion estimate from global placement is 0.873.
-- flip-flops by register name, indices dropped and copies added (netlist names) --
signal / count
clk_out: 1
cnt: 32
-- report_power, final --
part	leakage (nW)	internal (mW)	switching (mW)
clock	0.0450	0.0709	0.0696
combinational	0.308	0.000879	0.00366
sequential	0.451	0.196	0
total	0.804	0.268	0.0732
-- area by class of cell --
type | instances | share of cell area [%]
inverter | 6 | 1.13
timing repair buffer | 4 | 1.76
tap | 136 | 8.55
clock inverter | 2 | 0.503
clock buffer | 6 | 3.65
sequential | 33 | 41.5
multi-input combinational | 122 | 42.9
-- per-stage QoR --
stage	total power, mW	worst slack (ps)
2_1_floorplan	0.200	5040
3_3_place_gp	0.205	4620
6_report	0.341	4320
4_1_cts	0.347	4300
5_1_grt	0.358	4250
3_5_place_dp	0.205	4620
-- worst max-delay path by stage --
| stage | cells after the start | end | startpoint |
|---|---|---|---|
| CTS | 1 | clk_out | clk_out |
| global route | 1 | clk_out | clk_out |
| finish | 1 | clk_out | clk_out |
-- cell families (layout without fill, tap and decap cells) --
logic type / after synthesis / in the layout
buffers and inverters: 8 / 18
adder cells (fa/ha/maj): 2 / 2
AND/OR/NAND/NOR: 81 / 81
flip-flops: 33 / 33
AND-OR/OR-AND: 13 / 13
XOR/XNOR: 26 / 26
-- layer usage --
| layer | up-vias | global-route usage [%] | routed length [um] |
|---|---|---|---|
| met5 | - | 0 | 0 |
| met4 | 0 | 1.04 | 55 |
| met3 | 7 | 1.46 | 171 |
| met2 | 25 | 6.39 | 1360 |
| met1 | 579 | 7.42 | 1730 |
| li1 | 605 | - | - |
-- synth_stat cells, types with 2 or more instances --
cell type and n:
inv_1 6, nand2_1 5, o21ai_0 5, and2_1 2, and3_1 4, ha_1 2
nor3_1 6, nand3_1 17, xnor2_1 19, nor2_1 13, a21oi_1 4, or3_2 2
nand4_1 11, a31oi_1 2, buf_2 2, dfrtp_1 33, nor4_1 3, xor2_1 6
and4_1 2
Power is estimated from default activity; no workload was simulated.
