[./run.sh]
#!/bin/bash
# OpenROAD 26Q1-2900-gdf79404cd8, Yosys 0.63+post, stock flow scripts
make -C /OpenROAD-flow-scripts/flow DESIGN_CONFIG=/design/flow/config.mk WORK_HOME=/design/flow/orfs finish
[./config.mk]
export PLATFORM = sky130hd
export DESIGN_NAME = vgac
export DESIGN_NICKNAME = vgac
export VERILOG_FILES = /design/flow/design.v
export SDC_FILE = /design/flow/constraint.sdc
export NUM_CORES = 4
export LEC_CHECK = 1
export CORE_AREA = 10 10 114 114
export DIE_AREA = 0 0 124 124
[./constraint.sdc]
current_design vgac

set clk_period 2.4
set clk_io_pct 0.2

create_clock -name clk0 -period $clk_period [get_ports {vga_clk}]

set non_clock_inputs [all_inputs -no_clocks]
set_input_delay [expr $clk_period * $clk_io_pct] -clock clk0 $non_clock_inputs
set_output_delay [expr $clk_period * $clk_io_pct] -clock clk0 [all_outputs]
[./design.v]
`timescale 1ns / 1ps
module vgac (vga_clk,clrn,d_in,row_addr,col_addr,rdn,r,g,b,hs,vs);  
   input     [11:0] d_in;      
   input            vga_clk;   
   input            clrn;
   output reg [8:0] row_addr;  
   output reg [9:0] col_addr;  
   output reg [3:0] r,g,b;  
   output reg       rdn;       
   output reg       hs,vs;     
   reg [9:0] h_count;  
   always @ (posedge vga_clk) begin
       if (!clrn) begin
           h_count <= 10'h0;
       end else if (h_count == 10'd799) begin
           h_count <= 10'h0;
       end else begin 
           h_count <= h_count + 10'h1;
       end
   end
   reg [9:0] v_count;  
   always @ (posedge vga_clk or negedge clrn) begin
       if (!clrn) begin
           v_count <= 10'h0;
       end else if (h_count == 10'd799) begin
           if (v_count == 10'd524) begin
               v_count <= 10'h0;
           end else begin
               v_count <= v_count + 10'h1;
           end
       end
   end
    wire  [9:0] row    =  v_count - 10'd35;      
    wire  [9:0] col    =  h_count - 10'd143;     
    wire        h_sync = (h_count > 10'd95);     
    wire        v_sync = (v_count > 10'd1);      
    wire        read   = (h_count > 10'd142) &&  
                         (h_count < 10'd783) &&  
                         (v_count > 10'd34)  &&  
                         (v_count < 10'd515);    
    always @ (posedge vga_clk) begin
        row_addr <=  row[8:0];  
        col_addr <=  col;       
        rdn      <= ~read;      
        hs       <=  h_sync;    
        vs       <=  v_sync;    
        r        <=  rdn ? 4'h0 : d_in[3:0];  
        g        <=  rdn ? 4'h0 : d_in[7:4];  
        b        <=  rdn ? 4'h0 : d_in[11:8];  
    end
endmodule
==> reports/qor.tcl <==
set qor(grt_antenna_before_repair) 0
set qor(floorplan.core_area_sq_um) 10420
set qor(seq_share_synth) 0.5359
set qor(place.port_buffers) 47
set qor(routed-via-count) 1490
set qor(holdPathStages) 1
set qor(antenna_cells) 0
set qor(totalNegativeSetupSlack_ns) 0
set qor(crit_cells) 1
set qor(worst_clock_skew_ns) 0.008497
set qor(synthToLayoutAreaGrowth_pct) 31.24
set qor(synthDominantCellAreaShare) 0.4173
set qor(yosys_warnings) 1
set qor(num_cts_buffers) 5
set qor(fraction_of_final_layout_cells_sized_beyond_drive_strength_1) 0.07563
set qor(synth.ff_latch_count) 54
set qor(cp.buffers_inverters) 1
set qor(postSynth.asyncResetShare) 0.1852
set qor(irDropWorstVdd_v) 0.0002563
set qor(fin_hold_viols) 0
set qor(antenna_violating_nets_left) 0
set qor(worstHoldStart) {h_count[0]$_SDFF_PP0_}
set qor(postCtsHoldBufs) 0
set qor(stage_log_warnings) 30
set qor(crit_family) {flip-flops}
set qor(worst_setup_path_end_kind) {primary output}
set qor(p_leak_nw) 1.090
set qor(wire_length_after_detailed_routing_um) 4561
set qor(io-pin-count) 48
set qor(critPathMaxFanout) 13
set qor(cts.sinks) 54
set qor(num_rows) 37
set qor(synth_area_per_cell_sq_um) 10.71
set qor(ys.flop_type) {dfxtp_1}
set qor(critical_path.startpoint_type) {flop}
set qor(finalWeightedCongestion) 0.8826
set qor(synth.yosys.chip_area_sq_um) 2111
set qor(drt-vias-per-instance) 3.984
set qor(layoutNonFillerInstCount) 374
set qor(critical_path.slowest_cell) {dfxtp_1}
set qor(ys_types) 44
set qor(preCtsSetupSlack_ns) 0.5361
set qor(post_cts_resized) 0
set qor(die_y_um) 124
set qor(die_w_um) 124
set qor(pin_count_of_the_biggest_net_entering_global_routing) 18
set qor(yosys-stat-cells) 197
set qor(initial_utilization) 0.2026
set qor(clock_latency_ns) 0.30
set qor(crit-reg2reg-capture) {v_count[8]$_DFFE_PN0P_}
set qor(maxSlewHeadroom) 0.6501
set qor(detail_route.iter0.violations) 45
set qor(dp.cells) 366
set qor(topCellsByArea) {dfxtp_1 (42%), dfrtp_1 (12%), xor2_1 (6.2%)}
set qor(timing_worst_setup_path_type) {flop to primary output}
set qor(report.final.setup_viol) 0
set qor(cts_buffer_depth) 2
set qor(ff2ff_path_depth) 5
set qor(dieArea_sq_um) 15380
set qor(global_route.overflow_total) 0
set qor(outcome) {finished, final reports clean}
set qor(postCtsSetupBuffers) 0
set qor(worstPathRequired_ns) 1.92
set qor(final_min_period_over_clock_period) 0.8047
set qor(drtPass1Iterations) 4
set qor(worst_slew_pin_slew_ns) 0.5181
set qor(post-route-worst-setup-slack_ns) 0.4688
set qor(post_synth_inst_count) 197
set qor(min_to) {col_addr[0]$_DFF_P_}
set qor(remaining_drc_errors) 0
set qor(tritoncts) {built}
set qor(timing.rr.start) {h_count[1]$_SDFF_PP0_}
set qor(cp_cell_instances) {clkdlybuf4s50_1}
set qor(number_of_enable_flip_flop_cells) 0
set qor(final_max_slew_viol_count) 0
set qor(max_freq_mhz) 517.8
set qor(route.detailed.wl_per_inst_um) 12.20
set qor(clk_pin_slew_worst_paths_ns) 0.10
set qor(layout_min_cycle_time_ns) 1.931
set qor(critical_path_arrival_ns) 1.45
set qor(first_global_vias) 1395
set qor(timing.max_cap.violations) 0
set qor(grt_setup_unrepaired) {no}
set qor(pwrdens_nw_per_um2) 531.3
set qor(detailedPlacementHpwl_um) 3320
set qor(netlist.top_cell.by_area) {dfxtp_1}
set qor(netlist_area_sq_um) 2111
set qor(r2r_slack_ns) 0.50
set qor(worstHoldPathType) {flop to flop}
set qor(grt_pass1_wl_um) 6948
set qor(cts.htree.levels) 2
set qor(grt_util_all_layers) 0.05543
set qor(cts.root.buffer_cell) {clkbuf_8}
set qor(final_core_utilization) 0.2659
set qor(max_stage_delay_ns) 0.59
-- Yosys cell counts (5+ instances only) --
cell / n
nor2_1: 10
nand3_1: 5
buf_2: 8
xor2_1: 15
xnor2_1: 7
clkbuf_1: 5
nor3_1: 7
dfxtp_1: 44
dfrtp_1: 10
nand4_1: 7
nor2b_1: 13
nand2_1: 8
ha_1: 7
o21ai_0: 5
-- registers in the layout (all words and copies together), names as in the netlist --
signal    flops
r             4
hs            1
b             4
vs            1
col_addr     10
g             4
row_addr      9
v_count      10
h_count      10
rdn           1
-- kinds of logic after synthesis --
group | synth area share
AOI/OAI and AO/OA | 0.07944
xor gates and xnor gates | 0.09129
adders and majority gates | 0.04149
buffers and inverters | 0.04742
DFF | 0.5359
muxes | 0.01541
and+or+nand+nor | 0.1891
-- worst register-to-register path, delay by kind of cell (launching register included) --
kind / cells / cell delay, ns
AOI/OAI and AO/OA: 1 / 0.33
buffers and inverters: 1 / 0.25
and+or+nand+nor: 2 / 0.61
DFF: 1 / 0.41
adders and majority gates: 1 / 0.20
-- layout make-up --
class	count	area (sq um)
sequential	54	1131
clock buffer	5	68.82
multi-input combinational	123	879.6
timing repair buffer	49	485.5
fill	1087	7646
clock inverter	3	20.02
inverter	4	15.01
tap	136	170.2
-- layer usage --
| metal | GRT usage | vias up | wire length (um) | share of wire |
|---|---|---|---|---|
| met5 | 0 | - | 0 | 0 |
| met4 | 0.01079 | 0 | 87 | 0.019 |
| met3 | 0.01607 | 8 | 421 | 0.092 |
| met2 | 0.08245 | 61 | 1923 | 0.42 |
| met1 | 0.07951 | 670 | 2128 | 0.47 |
| li1 | - | 751 | - | - |
-- stage by stage --
step           total power, mW  area (sq um)  hold slack (ns)
5_1_grt                  1.535          2770           0.4962
6_report                 1.472          2770           0.4778
3_5_place_dp            0.9889          2681           0.4536
4_1_cts                  1.495          2770           0.4783
3_3_place_gp            0.9892          2681           0.4406
2_1_floorplan           0.9450          2111           0.1844
-- power breakdown --
group / switching, mW / total [mW] / internal, mW
clock: 0.297 / 0.504 / 0.207
combinational: 0.0151 / 0.0519 / 0.0368
sequential: 0.00746 / 0.916 / 0.909
total: 0.320 / 1.47 / 1.15
-- layout by cell type (no fill, tap or decap), types with 2 or more instances in the layout --
cell type and instances:
nor2b_1 13, and3_1 4, nand4_1 7, xor2_1 15, nor3_1 7, ha_1 7
buf_4 2, nor2_1 10, dfxtp_1 44, o31ai_1 3, and4_1 2, nand3_1 5
dfrtp_1 10, clkbuf_8 5, o21ai_0 5, clkdlybuf4s50_1 47, xnor2_1 7, and2_1 2
o41ai_1 2, nand2_1 8, mux2_2 2, inv_1 4, a21oi_1 4
-- worst max-delay path by stage --
stage	slack [ns]	to	start
finish	0.47	rdn	rdn$_DFF_P_
CTS	0.43	rdn	rdn$_DFF_P_
global route	0.31	v_count[8]$_DFFE_PN0P_	h_count[1]$_SDFF_PP0_
Power is estimated from default activity; no workload was simulated.
