$ cat ./run.sh
#!/bin/bash
# OpenROAD 26Q1-2900-gdf79404cd8, Yosys 0.63+post, stock flow scripts
make -C /OpenROAD-flow-scripts/flow DESIGN_CONFIG=/design/flow/config.mk WORK_HOME=/design/flow/orfs finish
$ cat ./config.mk
export PLATFORM = sky130hd
export DESIGN_NAME = ps2InputModule
export DESIGN_NICKNAME = ps2InputModule
export VERILOG_FILES = /design/flow/design.v
export SDC_FILE = /design/flow/constraint.sdc
export NUM_CORES = 4
export LEC_CHECK = 1
export CORE_AREA = 10 10 93 93
export DIE_AREA = 0 0 103 103
$ cat ./constraint.sdc
current_design ps2InputModule

set clk_period 1.7
set clk_io_pct 0.2

create_clock -name clk0 -period $clk_period [get_ports {clk}]

set non_clock_inputs [all_inputs -no_clocks]
set_input_delay [expr $clk_period * $clk_io_pct] -clock clk0 $non_clock_inputs
set_output_delay [expr $clk_period * $clk_io_pct] -clock clk0 [all_outputs]
$ cat ./design.v
`timescale 1ns / 1ps
module keyboard(clk_25mhz, clr,
					 PS2C, PS2D, xkey);
	input wire clk_25mhz, clr;
	input PS2C, PS2D;
	output wire [15:0] xkey;
	reg PS2Cf, PS2Df;
	reg [7:0] ps2c_filter, ps2d_filter;
	reg [10:0] shift1, shift2;
	assign xkey = {shift2[8:1] , shift1[8:1]};
	always@(posedge clk_25mhz or posedge clr) begin
		if(clr == 1)begin
			ps2c_filter <= 0;
			ps2d_filter <= 0;
			PS2Cf <= 1;
			PS2Df <= 1;
		end
		else begin
			ps2c_filter[7] <= PS2C;
			ps2c_filter[6:0] <= ps2c_filter[7:1];
			ps2d_filter[7] <= PS2D;
			ps2d_filter[6:0] <= ps2d_filter[7:1];
			if(ps2c_filter == 8'b1111_1111)
				PS2Cf <= 1;
			else if(ps2c_filter == 8'b0000_0000)
				PS2Cf <= 0;
			if(ps2d_filter == 8'b1111_1111)
				PS2Df <= 1;
			else if(ps2d_filter == 8'b0000_0000)
				PS2Df <= 0;
		end
	end
	always@(posedge PS2Cf or posedge clr) begin
		if(clr == 1)begin
			shift1 <= 0;
			shift2 <= 1;
		end
		else begin
			shift1 <= {PS2Df, shift1[10:1]};
			shift2 <= {shift1[0], shift2[10:1]};
		end
	end
endmodule
`timescale 1ns / 1ps
module ps2InputModule(clk, rst,
							 ps2_clk, ps2_data,
							 usr_op);
	input wire clk, rst;
	input wire ps2_clk, ps2_data;
	output wire [3:0] usr_op;
	reg [3:0] op;
	assign usr_op = op;
	wire [15:0] xkey;
	keyboard kbd(clk, rst, ps2_clk, ps2_data, xkey);
	assign usr_op = op;
	always @ (posedge clk or negedge rst) begin
		if (!rst) begin
			op<=0;
		end
		else begin
			case (xkey[7:0])
				8'h1D: op<=1;	 
				8'h1B: op<=2;	 
				8'h1C: op<=3;	 
				8'h23: op<=4;	 
				8'h5A: op<=5;	 
				8'h55: op<=6;	 
				8'h4E: op<=7;	 
				8'h29: op<=8;	 
				default: op<=0;	 
			endcase
		end
	end
endmodule
==> ci_impl_report.md <==
### Metrics collected by this job

| Metric | Value |
|---|---|
| Basic Gates by Area | `17.18%` |
| Flop area | `803.3 um2` |
| Die width | `103 um` |
| Register pins left without a clock | `10` |
| Seq share, synth | `75.53%` |
| Log Warnings | `25` |
| Starting density of the core | `15.74%` |
| N_diodes | `0` |
| Setup TNS | `0 ps` |
| Yosys aoi share | `6.588%` |
| Max Cap Viol | `0` |
| Worst hold path class | `in2async` |
| Filler cell count | `716` |
| TritonCTS Buffers | `3` |
| Hold Vio Cnt, Final | `0` |
| Top-area cell share | `70.59%` |
| Vias | `566` |
| Dpl ws | `595.6 ps` |
| Setup slack after layout | `322.9 ps` |
| ANT nets after route | `0` |
| Crit path DAT | `1040 ps` |
| DRT Wirelength | `1484 um` |
| Max Clock Freq | `0.7262 GHz` |
| Max VDD drop | `0.0004915 V` |
| Post-CTS Hold Buffers | `0` |
| Pwr per Cell Area | `851.9 nW/um2` |
| Kind of critical path | `reg2out` |
| Core region area | `6756 um2` |
| Largest net degree at the start of global routing | `29` |
| Grt ovf | `0` |
| Vias in the first global route | `596` |
| Max FO, Critical Path | `1` |
| Endpoints left unconstrained | `14` |
| Gr usage total | `3.117%` |
| Crit path DRT | `1360 ps` |
| CTS tree | `yes` |
| Final period util | `81.01%` |
| YS chip area | `1064 um2` |
| Critical-path cell list | `clkdlybuf4s50_1` |
| Final hold slack | `282.5 ps` |
| Worst path buffer plus inverter count | `1` |
| Antenna violations before repair | `0` |
| Clock buffer depth | `2` |
| Comb area leader | `simple AND/OR/NAND/NOR gates` |
| Layout area overhead | `24.59%` |
| Logic area | `252.7 um2` |
| Via/cell ratio | `3.560` |
| Detail Placement HPWL | `1024 um` |
| Yosys Instances | `67` |
| Slew margin rel. | `79.86%` |
| Final setup violation count | `0` |
| Skew final | `1.256 ps` |
| CTS H-Tree Depth | `1` |
| Layout cells sized above 1 | `17.72%` |
| Registers, synthesis | `32` |
| Pleak | `0.5291 nW` |
| Root buf cell | `clkbuf_8` |
| Row count | `30` |
| Number of post-CTS setup repair buffers | `0` |
| # DRC | `0` |
| Mux contribution to synthesized area | `0%` |
| Initial DRC Count | `16` |
| Die area | `10610 um2` |
| CP peak stage delay | `460 ps` |
| Total power | `1.129 mW` |
| Post-synth top area cell | `dfrtp_1` |
| Routability cong. | `0.7423` |
| CP top delay family | `buffers and inverters` |
| Worst slew pin tran | `298.0 ps` |
| Syn Inst Count | `67` |
| First-pass GRT wire length | `2753 um` |
| DR WL/cell | `9.333 um` |
| Critical Path End Type | `primary output` |
| Fin. max-slew vios | `0` |
| Worst setup SP type | `register` |
| Register clock-pin slew on the reported worst setup and hold paths | `80 ps` |
| Fin crit period | `1377 ps` |
| Cell Type Count | `26` |
| RSZ-0062 raised after global routing | `no` |
| XOR Share, Synth | `0%` |
| Status | `finished, final reports clean` |
| Port Buffer Count | `7` |
| Die Height | `103 um` |
| Warnings from Yosys | `2` |
| Initial DRT Pass Iterations | `3` |
| Num ports | `8` |
| Post-CTS Resized | `0` |
| Top cells by area | `dfrtp_1 (71%), dfstp_2 (4.9%), nand4_1 (2.9%)` |
| Late-Pin Clk Latency | `250 ps` |
| Slowest-stage cell, CP | `clkdlybuf4s50_1` |
| Post-Synthesis Cell Area | `1064 um2` |
| Synthesized area per cell | `15.87 um2` |
| Adder Area Share | `0%` |
[placed cells by master (no fill, tap or decap), types with 2 or more instances in the layout]
| cell type | n |
|---|---|
| dfrtp_1 | 30 |
| clkdlybuf4s50_1 | 7 |
| nand4_1 | 5 |
| nor4_1 | 4 |
| clkbuf_8 | 3 |
| inv_1 | 2 |
| nor3b_1 | 2 |
| nor2_1 | 2 |
| a2bb2oi_1 | 2 |
| dfstp_2 | 2 |
[layer usage]
metal	global-route usage, %	wire [um]	vias to the layer above	share of wire [%]
li1	-	-	276	-
met1	4.713	803	274	54
met2	3.998	543	14	37
met3	1.625	123	2	8.3
met4	0.2139	13	0	0.88
met5	0	0	-	0
[flip-flops by register name, summed over array words and instances (netlist names)]
register,cells
kbd.ps2d_filter,8
kbd.PS2Df,1
kbd.ps2c_filter,8
op,4
kbd.PS2Cf,1
kbd.shift1,10
[stage by stage]
stage	utilization, %	cells	instance area [um2]
4_1_cts	19.61	159	1325
3_3_place_gp	18.56	155	1254
3_5_place_dp	18.56	155	1254
5_1_grt	19.61	159	1325
6_report	19.61	159	1325
2_1_floorplan	-	67	1064
[kinds of logic after synthesis]
logic type             count (synthesis)
flip-flops                            32
AND/OR/NAND/NOR                       25
AND-OR/OR-AND                          8
buffers and inverters                  2
[worst register-to-register path, delay by kind of cell, from the launching register on]
family,cells,cell delay (ps)
flops,1,400
simple gates,1,320
compound gates,1,120
[path summary, 6_finish.rpt]
check,startpoint,slack (ps),depth (start not counted),endpoint
setup reg to reg,kbd.ps2d_filter[4],800,2,kbd.PS2Df
hold reg to reg,kbd.ps2d_filter[2],400,0,kbd.ps2d_filter[1]
min in group clk0,kbd.ps2d_filter[2],400,0,kbd.ps2d_filter[1]
max in group asynchronous,rst,910,3,kbd.PS2Df
setup / recovery,op[0],320,1,usr_op[0]
hold / removal,rst,280,1,op[2]
[report_power, final]
group	internal, mW	switching, mW
Clock	0.314	0.163
Sequential	0.582	0.0286
Combinational	0.0206	0.0208
[synth_stat cells, drive strengths merged]
cell type / number
dfrtp: 30
nand4: 5
nand3: 2
nor2b: 1
nor4b: 1
o211ai: 1
and4bb: 1
o22ai: 1
and2b: 1
nor2: 3
or2b: 1
nand2: 1
nor4: 4
o31ai: 1
o221ai: 1
and2: 1
inv: 2
nor4bb: 1
a21oi: 1
a31oi: 1
dfstp: 2
nor3b: 3
a2bb2oi: 2
[cell type report]
type | count | share of cell area, %
sequential | 32 | 60.62
multi-input combinational | 33 | 19.07
tap | 80 | 7.554
timing repair buffer | 8 | 6.799
clock buffer | 3 | 3.116
clock inverter | 1 | 2.266
inverter | 2 | 0.5666
Power is estimated from default activity; no workload was simulated.
